File: flow/design.v
`timescale 1ns / 1ps
module sq_wave_gen(
    input logic [3:0] M, N,
    input logic clk, reset,
    output logic sq_wave
    );
    logic [3:0] timeIn;
    logic fin, tOut;
    mux_2x1_nbit #(.N(4)) mux (
        .w0(M),
        .w1(N),
        .s(tOut),
        .f(timeIn)
    );
    timer_ns #(.N(4)) timer (
        .clk(clk),
        .reset(reset),
        .en(1'b1),
        .x(timeIn),
        .fin(fin)
    );
    t_ff TFF (
        .t(fin),
        .clk(clk),
        .reset(reset),
        .q(tOut)
    );
    tri_state_buffer_nbit #(.N(1)) TSBUFF (
        .en(|({M , N})),
        .a(~tOut),
        .b(sq_wave)
    );
endmodule
`timescale 1ns / 1ps
module mux_2x1_nbit
    #(parameter N = 4)(
    input logic [N-1:0] w0, w1,
    input logic s,
    output logic [N-1:0] f
    );
    always_comb
    begin
        begin
            case(s)
                1'b0: f = w0;
                1'b1: f = w1;
                default: f = 'bx;
            endcase
        end
    end
endmodule
`timescale 1ns / 1ps
module t_ff(
    input logic t, clk, reset,
    output logic q
    );
    logic q_next, q_reg;
    always_ff@(posedge clk, posedge reset)
    begin
        if(reset)
            q_reg <= 0;
        else 
            q_reg <= q_next;   
    end
    assign q_next = t ? ~q_reg : q_reg;
    assign q = q_reg;
endmodule
`timescale 1ns / 1ps
module timer_ns
    #(parameter N = 4)(
    input logic clk, reset, en,
    input logic [N-1:0] x,
    output logic fin
    );
    logic [2*N-1:0] r_reg, r_next;   
    always_ff@(posedge clk, posedge reset)
    begin
        if(reset)
            r_reg <= 0;
        else if(en)
            r_reg <= r_next;
        else
            r_reg <= r_reg;
    end
    assign r_next = (r_reg == (x * 10)) ? 1 : r_reg + 1;  
    assign fin = (r_reg == (x * 10));
endmodule                           
`timescale 1ns / 1ps
module tri_state_buffer_nbit
    #(parameter N = 8)(
    input logic en,
    input logic [N-1:0] a,
    output logic [N-1:0] b
    );
    assign b = (en) ? a : 'bz;
endmodule
File: flow/run.sh
#!/bin/bash
# OpenROAD 26Q1-2900-gdf79404cd8, Yosys 0.63+post, stock flow scripts
make -C /OpenROAD-flow-scripts/flow DESIGN_CONFIG=/design/flow/config.mk WORK_HOME=/design/flow/orfs finish
File: flow/config.mk
export PLATFORM = sky130hd
export DESIGN_NAME = sq_wave_gen
export DESIGN_NICKNAME = sq_wave_gen
export VERILOG_FILES = /design/flow/design.v
export SDC_FILE = /design/flow/constraint.sdc
export NUM_CORES = 4
export LEC_CHECK = 1
export CORE_AREA = 10 10 86 86
export DIE_AREA = 0 0 96 96
File: flow/constraint.sdc
current_design sq_wave_gen

set clk_period 3.9
set clk_io_pct 0.2

create_clock -name clk0 -period $clk_period [get_ports {clk}]

set non_clock_inputs [all_inputs -no_clocks]
set_input_delay [expr $clk_period * $clk_io_pct] -clock clk0 $non_clock_inputs
set_output_delay [expr $clk_period * $clk_io_pct] -clock clk0 [all_outputs]
==> writeup.txt <==
For reference, the critical path cell chain is clkdlybuf4s50_1, mux2i_1, inv_1, ha_1, ha_1, fa_1, xor2_1, nor4_1, nand2_1, nor4_4, buf_4, xnor2_1. The synthesized-area fraction occupied by adder cells is 0.137, and the vertical die dimension is 96 um. With the minimum clock period after layout at 3.35 ns, the final design utilization is 0.153. The run gives 0.000900 ns for the final worst clock skew. The run gives 2.93 for the per-cell via count in the routed design. The cell type that accounts for the most area after synthesis is dfrtp_1. CTS placed an instance of clkbuf_8 at the clock tree root. The run gives 446 as the via count of the first global-routing pass. The worst-case IR drop observed on VDD is 0.140 mV. The die area was 9220 um2. The run gives 0.04 ns for the clock transition at the register clock pins on the worst setup and hold paths after CTS.

The actual transition at the worst max-transition pin works out to 0.316 ns. The post-cts hold-fix buffer tally came out at 0. The tools report the worst setup margin as 0.555 ns. The buffer levels on the longest clock path came out at 2. The category of the worst setup path launch point is an input port. By area the synthesized netlist is led by dfrtp_1, xor2_1, ha_1. With the number of buffers added by the clock tree synthesis step at 3, the net switching component of the power is 0.000194 W. The first global-routing pass estimated 2.07 mm of wire. The logs give 1 for the number of levels in the clock H-tree and 0.449 for the proportion of power drawn by combinational gates. Per the post-run analysis, buffers plus inverters along the critical path come to 3. The run gives 0.200 as the part of the total power dissipated in the clock network. The run finished with clean final reports. The run gives 604 um2 for the synthesized cell area. In the synthesis report, Yosys lists the chip area as 604 um2. For the total number of clock tree sinks, the log shows 9. The run gives 0.514 ns as the final hold slack. Derived from the worst setup path, the maximum achievable clock frequency is 299 MHz. Summed over all layers, the routed wires come to 1.16 mm. TritonCTS built the clock tree. The kind of cell with the highest combined delay along the critical path is adder cells. Post-CTS repair changed the size of 0 cells.

Xor/xnor cell area share of the yosys netlist: 0.217. With the synthesized-area fraction occupied by ao, oa, aoi and oai cells at 0.00828, the maximum number of pins on one net before global-route repair is 10. The combined global-route utilization of all metal layers is 0.0281. On the critical path the data arrives at 3.50 ns. The internal power is 0.000329 W. RePlAce ended its routability-driven mode at a weighted congestion of 0.761. In the setup report, the worst path falls into the class input port to flop.

Yosys reported a register bit count of 9. The final hold violation count recorded for this run is 0. For the final routed database, the setup TNS stands at 0 ns. The most common logic cells in the final layout are xor2_1, clkdlybuf4s50_1, dfrtp_1. For this design, the slowest cell found on the critical path is fa_1. The fraction of final layout cells with drive strength greater than 1 was 0.125. The wire length per cell after detailed routing is 8.05 um, and the final setup violation count is 0. The run gives 0 for the number of buffers inserted to repair setup after CTS. Cell with the most instances on the worst path: ha_1. The horizontal die dimension reported for this design is 96 um.

Counting every instance in the synthesized netlist gives 57. The fraction of power consumed by sequential logic is 0.351. Once iteration 0 of detailed routing completed, the report listed 21 DRC markers. The number of warning messages in the yosys log is 4. The DRC violations left came out at 0. The growth of design area from synthesis to finish works out to 40.2%. The endpoint kind of the worst setup timing path is a flop. Once detail routing completed, the nets flagged for antenna violations numbered 0.

The share of the cycle needed by the critical path after routing was 0.858. Per the final report, max-transition violations number 0. In this design, the stage delay of the slowest critical-path cell is 0.45 ns. For the post-placement cell count, the log shows 140. The run gives 0.109 as the core utilization at floorplan. With the number of antenna violations at the first check in global routing at 0, the worst setup slack after placement is 0.302 ns. The floorplan step defined a core boundary enclosing 5540 um2.

The count of buffers added on input and output ports is 10. After synthesis, the design contains 57 cells according to Yosys. The maximum fanout along the worst path came out at 8. The largest family of logic cells by area was XOR/XNOR gates. Row generation in the floorplan step produced 27 rows. The register with the most flip-flops in the layout has 8 of them. The total half-perimeter wirelength after legalization and detailed placement is 951 um. 11 I/O pins were placed. The first detailed-routing pass ran for 4 iterations. The clock reaches the later pin of the worst-skew pair after 0.23 ns. Per the OpenROAD power report, leakage power amounts to 0.363 nW. The run gives 0.373 for the share of synthesized area occupied by flip-flops and latches. The run gives 0 as the remaining global-route overflow.

Setup repair after global routing left no endpoint under its margin. The type of the tightest min-delay check was flop to flop. The diode insertion count for antenna repair is 0. The net switching fraction of the power was 0.371. Total power normalized to cell area comes to 618 nW/um2. Per the synthesis report, the number of distinct cell types is 17. Summing over the stages, the warning tally comes to 25.

The final standard cell count with taps included and fillers excluded was 144; the tightest slew margin relative to the limit was 0.784. The required time at the worst endpoint is listed as 4.05 ns. With the simple-gate area share of the yosys netlist at 0.168, the multiplexer fraction of the synthesized cell area is 0.0725.

With the total number of vias at 422, the synthesized area per cell is 10.6 um2. The max-cap violation count was 0; the share of the synthesized area in the top cell type was 0.373.
path summary, 6_finish.rpt:
kind                                start             end  slack (ns)  cells past startpoint
setup / recovery                     N[3]       TFF.q_reg        0.55                     12
hold / removal             timer.r_reg[0]  timer.r_reg[0]        0.51                      1
setup reg to reg                TFF.q_reg       TFF.q_reg        0.99                     11
hold reg to reg            timer.r_reg[0]  timer.r_reg[0]        0.51                      1
max in group asynchronous           reset  timer.r_reg[4]        2.82                      2
min in group asynchronous           reset  timer.r_reg[1]        0.83                      2
worst reg2reg max path, delay by kind of cell, from the launching register on:
kind	cells	cell delay (ns)
adders and majority gates	3	0.97
DFF	1	0.44
buffers and inverters	2	0.28
and+or+nand+nor	3	0.51
xor gates and xnor gates	2	0.28
muxes	1	0.36
cell usage after synthesis:
| library cell | number |
|---|---|
| xor2_1 | 10 |
| dfrtp_1 | 9 |
| nor2_1 | 7 |
| ha_1 | 5 |
| xnor2_1 | 5 |
| inv_1 | 4 |
| mux2_2 | 3 |
| nand3_1 | 3 |
| and3_1 | 2 |
| nand2_1 | 2 |
| a21oi_1 | 1 |
| fa_1 | 1 |
| mux2i_1 | 1 |
| nor2b_1 | 1 |
| nor4_1 | 1 |
| nor4_4 | 1 |
| or2_2 | 1 |
final cells by class:
class                           count  area (um2)
Clock buffer                        4        45.0
Fill cell                         624        4690
Inverter                            4        15.0
Multi-Input combinational cell     44         364
Sequential cell                     9         225
Tap cell                           72        90.1
Timing Repair Buffer               11         108
power groups by stage:
stage | Clock (W) | Sequential, W | Combinational, W
after CTS | 0.000109 | 0.000185 | 0.000241
after global routing | 0.000117 | 0.000192 | 0.000268
final | 0.000105 | 0.000184 | 0.000235
metrics by stage:
step | instance area (um2) | power [W]
global route | 847 | 0.000577
global placement | 802 | 0.000424
floorplan | 604 | 0.000364
detailed placement | 802 | 0.000425
finish | 847 | 0.000523
CTS | 847 | 0.000534
per-layer routing:
| layer | wire length [um] | up-vias | global-route usage |
|---|---|---|---|
| li1 | - | 218 | - |
| met3 | 126 | 2 | 0.0157 |
| met4 | 17 | 0 | 0.00614 |
| met2 | 367 | 16 | 0.0376 |
| met5 | 0 | - | 0 |
| met1 | 648 | 186 | 0.0386 |
cells by family after synthesis:
logic type / after synthesis
xor gates and xnor gates: 15
and+or+nand+nor: 18
muxes: 4
buffers and inverters: 4
adders and majority gates: 6
DFF: 9
AOI/OAI and AO/OA: 1
No activity file was given, so power comes from the tool's default toggle rates.
